`flow/config.mk`:
```
export PLATFORM = sky130hd
export DESIGN_NAME = mac_wrapper
export DESIGN_NICKNAME = mac_wrapper
export VERILOG_FILES = /design/flow/design.v
export SDC_FILE = /design/flow/constraint.sdc
export NUM_CORES = 4
export LEC_CHECK = 1
export CORE_UTILIZATION = 30
```
`flow/constraint.sdc`:
```
current_design mac_wrapper

set clk_period 153.4
set clk_io_pct 0.2

create_clock -name clk0 -period $clk_period [get_ports {clk}]
create_clock -name clk1 -period $clk_period [get_ports {phy_rx_clk}]

set non_clock_inputs [all_inputs -no_clocks]
set_input_delay [expr $clk_period * $clk_io_pct] -clock clk0 $non_clock_inputs
set_output_delay [expr $clk_period * $clk_io_pct] -clock clk0 [all_outputs]
```
`flow/design.v`:
```
`timescale 1ns / 1ps
module eth_rxstatem (MRxClk, Reset, MRxDV, Transmitting, MRxDEq5, MRxDEqD, 
                     IFGCounterEq24, ByteCntMaxFrame, StateData, StateIdle, StatePreamble, StateSFD, 
                     StateDrop
                    );
input         MRxClk;
input         Reset;
input         MRxDV;
input         MRxDEq5;
input         Transmitting;
input         MRxDEqD;
input         IFGCounterEq24;
input         ByteCntMaxFrame;
output [1:0]  StateData;
output        StateIdle;
output        StateDrop;
output        StatePreamble;
output        StateSFD;
reg           StateData0;
reg           StateData1;
reg           StateIdle;
reg           StateDrop;
reg           StatePreamble;
reg           StateSFD;
wire          StartIdle;
wire          StartDrop;
wire          StartData0;
wire          StartData1;
wire          StartPreamble;
wire          StartSFD;
assign StartIdle = ~MRxDV & (StateDrop | StatePreamble | StateSFD | (|StateData));
assign StartPreamble = MRxDV & ~MRxDEq5 & (StateIdle & ~Transmitting);
assign StartSFD = MRxDV & MRxDEq5 & (StateIdle & ~Transmitting | StatePreamble);
assign StartData0 = MRxDV & (StateSFD & MRxDEqD & IFGCounterEq24 | StateData1);
assign StartData1 = MRxDV & StateData0 & (~ByteCntMaxFrame);
assign StartDrop = MRxDV & (StateIdle & Transmitting | StateSFD & ~IFGCounterEq24 &
                   MRxDEqD |  StateData0 &  ByteCntMaxFrame);
always @ (posedge MRxClk or posedge Reset)
begin
  if(Reset)
    begin
      StateIdle     <=  1'b0;
      StateDrop     <=  1'b1;
      StatePreamble <=  1'b0;
      StateSFD      <=  1'b0;
      StateData0    <=  1'b0;
      StateData1    <=  1'b0;
    end
  else
    begin
      if(StartPreamble | StartSFD | StartDrop)
        StateIdle <=  1'b0;
      else
      if(StartIdle)
        StateIdle <=  1'b1;
      if(StartIdle)
        StateDrop <=  1'b0;
      else
      if(StartDrop)
        StateDrop <=  1'b1;
      if(StartSFD | StartIdle | StartDrop)
        StatePreamble <=  1'b0;
      else
      if(StartPreamble)
        StatePreamble <=  1'b1;
      if(StartPreamble | StartIdle | StartData0 | StartDrop)
        StateSFD <=  1'b0;
      else
      if(StartSFD)
        StateSFD <=  1'b1;
      if(StartIdle | StartData1 | StartDrop)
        StateData0 <=  1'b0;
      else
      if(StartData0)
        StateData0 <=  1'b1;
      if(StartIdle | StartData0 | StartDrop)
        StateData1 <=  1'b0;
      else
      if(StartData1)
        StateData1 <=  1'b1;
    end
end
assign StateData[1:0] = {StateData1, StateData0};
endmodule
`timescale 1ns / 1ps
module mac_wrapper(
    input wire clk,
    input wire reset,
    output  wire          end_of_frame_out,
    output  wire          data_valid_out,
    output  wire  [31:0]  data_out,
    input   wire       phy_col,
    input   wire       phy_crs,
    input   wire       phy_rx_clk,
    input   wire       phy_dv,
    input   wire       phy_rx_er,
    input   wire[3:0]  phy_rx_data,
    input   wire       phy_tx_clk
    );
    wire          Transmitting;
    reg           sending = 0;
    assign        Transmitting = sending;
    reg           done_sending = 0;
    wire [1:0]    StateData;
    wire          StateIdle;
    wire          StatePreamble;
    wire          StateSFD; 
    wire          StateDrop;
    wire MRxDEqD;
    wire MRxDEq5;
    assign MRxDEqD = phy_rx_data == 4'hd;  
    assign MRxDEq5 = phy_rx_data == 4'h5;
    wire IFGCounterEq24;
    wire ByteCntMaxFrame;
    assign IFGCounterEq24 = 1;
    assign ByteCntMaxFrame = 0;
    eth_rxstatem ETH_MAC_STATE(
        .MRxClk(phy_rx_clk),
        .Reset(~reset),
        .MRxDV(phy_dv),
        .Transmitting(Transmitting),
        .MRxDEq5(MRxDEq5),
        .MRxDEqD(MRxDEqD), 
        .IFGCounterEq24(IFGCounterEq24),
        .ByteCntMaxFrame(ByteCntMaxFrame),
        .StateData(StateData),
        .StateIdle(StateIdle),
        .StatePreamble(StatePreamble),
        .StateSFD(StateSFD), 
        .StateDrop(StateDrop)
    );
    localparam MAX_NUM_PACKETS = 1;
    reg[7:0] packet_buffer  [0:MAX_NUM_PACKETS-1][0:500];
    integer packet_to_read;
    integer packet_to_read_i;
    integer packet_to_read_length;
    integer packet_to_send;
    integer packet_to_send_i;
    integer packet_to_send_length;
    reg         data_valid;
    reg[31:0]   data;
    reg         end_of_frame;
    always @ (posedge phy_rx_clk)
    begin
        if(~reset)
            begin
                sending = 0;
                packet_to_read = 0;
                packet_to_read_i = 0;
                packet_to_read_length = 0;
                packet_to_send_length = 0;
            end
        else
            begin
            if(sending == 1 && done_sending == 1)
                begin
                    sending = 0;
                    packet_to_read = 0;
                    packet_to_read_i = 0;
                    packet_to_read_length = 0;
                    packet_to_send_length = 0;
                end
            else if(sending == 0)
                begin
                    if(StateIdle)
                        begin
                            if(packet_to_read_i > 0)
                            begin
                                sending = 1;
                                packet_to_read_length = packet_to_read_i;
                                packet_to_send_length = packet_to_read_i;
                                packet_to_read_i = 0;
                            end
                        end
                    else if(StateDrop)
                        begin
                            packet_to_read_i = 0;
                        end    
                    else if(StatePreamble | StateSFD)
                        begin
                            packet_to_read = 0;
                            packet_to_read_length = 0;
                            packet_to_send_length = 0;
                            packet_to_read_i = 0;
                        end
                    else if(StateData[0] == 1'b1)
                        begin
                            packet_buffer[packet_to_read][packet_to_read_i]  <=  phy_rx_data;
                        end
                    else if(StateData[1] == 1'b1)
                        begin
                            packet_buffer[packet_to_read][packet_to_read_i] <= (packet_buffer[packet_to_read][packet_to_read_i]) | (phy_rx_data << 4);
                            packet_to_read_i = packet_to_read_i + 1;
                        end
                end
            end
    end
    always @ (posedge clk)
    begin
        if(~reset)
            begin
                done_sending = 0;
                packet_to_send = 0;
                packet_to_send_i = 0;
                data_valid = 1'b0;
                data = 32'hAAAA0001;
                end_of_frame = 1'b0;
            end
        else if(sending == 0 && done_sending == 1)
            begin
                done_sending = 0;
                data_valid = 1'b0;
                data = 32'hAAAA0002;
                end_of_frame = 1'b0;
            end
        else if(sending == 1 && done_sending == 0)
            begin
                if(packet_to_send_i == packet_to_send_length)
                    begin
                        done_sending = 1;
                        data = 32'hAAAA0003;
                        data_valid = 1'b0;
                        end_of_frame = 1'b0;
                        packet_to_send_i = 0;
                    end
                else if(packet_to_send_i + 1 == packet_to_send_length)
                    begin
                        data = packet_buffer[packet_to_send][packet_to_send_i];
                        data_valid = 1'b1;
                        end_of_frame = 1'b1;
                        packet_to_send_i = packet_to_send_i + 1;
                    end
                else
                    begin
                        data = packet_buffer[packet_to_send][packet_to_send_i];
                        data_valid = 1'b1;
                        end_of_frame = 1'b0;
                        packet_to_send_i = packet_to_send_i + 1;
                    end
            end
        else
            begin
                data = 32'hAAAA0004;
                data_valid = 1'b0;
                end_of_frame = 1'b0;
            end
    end
    assign  data_out = data;
    assign  end_of_frame_out = end_of_frame;
    assign  data_valid_out = data_valid;
endmodule
```
`flow/run.sh`:
```
#!/bin/bash
# OpenROAD 26Q1-2900-gdf79404cd8, Yosys 0.63+post, stock flow scripts
make -C /OpenROAD-flow-scripts/flow DESIGN_CONFIG=/design/flow/config.mk WORK_HOME=/design/flow/orfs finish
```
==> out/results.txt <==
Status - finished clean
CP peak stage delay - 0.71 ns
Synth top cell by count - edfxtp_1
Actual slew at the worst max-slew pin - 1.34 ns
Clock sink count - 4,132
First-pass GRT wire length - 899,000 µm
Tool warnings - 69
Maxcap violations - 0
Routed vias/inst - 5.66
Top cells by count - edfxtp_1, mux4_2, nor2_1
Clock Power Share - 40.3%
Yosys stat area - 0.194 mm²
Starting Density - 30.1%
Avg Cell Area, Syn - 19.9 µm²
Layout cell share with drive strength beyond 1 - 34.4%
Die Span Y - 806 µm
CTS Hold Bufs - 0
Post-synth regs - 4,132
Worst-path clk slew - 0.07 ns
Synth area leaders - edfxtp_1, mux4_2, mux2i_1
Post_cts resized - 0
Area of the mapped netlist - 0.194 mm²
Initial drt markers - 8,355
Critical path data required time - 154.07 ns
Fin Hold WS - 0.150 ns
Cell type with the largest total area - edfxtp_1
Endpoints failing setup - 0
Initial antenna violation count - 43
Wire length per cell - 33.8 µm
Sum Neg Setup Slack - 0 ns
Async S/R FF share, synth - 0.145%
CP Max Fanout - 127
Internal power - 1.98 mW
DRC - 0
Gr ovfl total - 0
Worst setup SP type - input port
Post-synthesis cell count from yosys - 9,767
Arrival time worst endpoint - 35.98 ns
HPWL Detailed - 426,000 µm
DR vias - 107,526
Sw Pwr - 0.644 mW
Unrepaired setup endpoints after global routing - no
Largest type area fraction - 62.0%
Core Area - 0.645 mm²
Syn-to-layout area delta - 13.4%
Hold Crit Class - flip-flop to flip-flop
GRT Resource Usage Total - 21.1%
# rows - 295
First-pass DRT Iterations - 6
Die W - 806 µm
Kind of end point of the critical path - flip-flop
Sw Share - 24.6%
Final slew viol count - 0
I/O pins - 46
Chip area - 0.650 mm²
Sequential share of power - 47.0%
Peak VDD IR - 10.6 µV
Post-synth top flop - edfxtp_1
Comb power frac - 12.7%
CTS tree - built
Post-synth EDFFs - 4,008
Final Hold Vio Count - 0
Setup Skew - 0.111 ns
Slowest library cell on the worst path - buf_4
Cell Type Count - 86
Vias in the first global route - 116,199
Setup Buffers After CTS - 0
Pin count of the biggest net entering global routing - 128
WL final - 643,000 µm
Final Wtd Congestion - 0.967
P_leak - 68.9 nW
Port buffer count - 24
Antenna-violating nets left - 0
Slew headroom - 9.59%
PwrDens - 11.9 mW/mm²
Most frequent cell on the critical path - buf_4
Cell Chain, Critical Path - clkdlybuf4s50_1, buf_4, inv_1, or3_1, nor3b_2, buf_4, nand2_1, a2111o_1, nand3_4, buf_12, buf_4, buf_4
Post-Synthesis Cells - 9,767
Register area share after synthesis - 63.3%
Yosys warning count - 2
Type of the worst setup path - input port to flip-flop
Layout fillers - 59,530
## logic make-up (layout without fill, tap and decap cells)
group	count (synthesis)	after routing	synth area share, %
flops	4132	4132	63.3
mux	2624	2624	28.3
simple gates	1366	1366	3.16
buf+inv	840	1411	2.32
compound gates	696	696	2.47
xor+xnor	103	103	0.465
fa+ha+maj	5	5	0.0322
other cells	1	64	0.00193
## power by group through the flow
stage | Combinational [mW] | Clock (mW) | Sequential [mW]
6_report | 0.334 | 1.06 | 1.23
5_1_grt | 0.354 | 1.11 | 1.23
4_1_cts | 0.338 | 1.07 | 1.23
## flip-flops by register name, indices dropped and copies added, names as in the netlist, named ones only
register	cells
ETH_MAC_STATE.StateData1	1
sending	1
ETH_MAC_STATE.StateIdle	1
data_valid	1
data	9
packet_to_read_i	32
done_sending	1
ETH_MAC_STATE.StatePreamble	1
ETH_MAC_STATE.StateSFD	1
ETH_MAC_STATE.StateData0	1
end_of_frame	1
packet_buffer	4008
packet_to_send_i	32
packet_to_send_length	32
ETH_MAC_STATE.StateDrop	1
## path summary, 6_finish.rpt
path | startpoint | to | slack, ns | cells after the start
worst min register to register | done_sending | packet_to_send_length[6] | 0.15 | 4
max in group clk0 | reset | end_of_frame | 119.92 | 10
worst max register to register | flip-flop | packet_buffer[79][7] | 143.89 | 16
worst max-delay path | reset | packet_buffer[91][6] | 118.09 | 12
max in group asynchronous | reset | ETH_MAC_STATE.StateDrop | 123.14 | 2
min in group clk0 | packet_to_send_i[18] | packet_to_send_i[18] | 0.52 | 2
worst min-delay path | done_sending | packet_to_send_length[6] | 0.15 | 4
min in group asynchronous | reset | ETH_MAC_STATE.StatePreamble | 30.01 | 2
## per-layer routing
metal	global-route usage, %	wire length [µm]
met5	3.50	3390
met4	8.58	34800
met3	18.3	125000
met2	29.8	286000
met1	22.3	194000
## cells in the final DEF, fill, tap and decap left out, types with 48 or more instances in the layout
master        n
buf_4       520
clkinv_2     94
clkbuf_16   449
xnor2_1      50
dfxtp_1     103
nor2_1      663
edfxtp_1   4008
nand2_1     258
nor3_1       51
a22oi_1     113
clkbuf_1     87
a221oi_1     59
nand2b_1     56
a21oi_1     145
nand3_1     105
mux2i_1     324
clkinv_1     95
diode_2      48
o21ai_0      87
xor2_1       53
o22ai_1      49
mux4_2     2262
## per-stage QoR
stage / total power [mW] / instances / cell area, µm² / util [%] / setup WS (ns)
6_report: 2.62 / 19014 / 220000 / 34.1 / 118.09
5_1_grt: 2.70 / 18974 / 220000 / 34.1 / 117.86
4_1_cts: 2.64 / 18966 / 220000 / 34.1 / 118.23
3_5_place_dp: 1.59 / 18149 / 206000 / 31.9 / 117.19
3_3_place_gp: 1.59 / 18149 / 206000 / 31.9 / 117.23
2_1_floorplan: 1.52 / 9782 / 194000 / - / 84.34
## worst max-delay path, delay by kind of cell
kind	cells	cell delay, ns
buffers and inverters	7	3.17
AND/OR/NAND/NOR	4	1.44
AND-OR/OR-AND	1	0.52
## area by class of cell
type	count	area [µm²]	area share, %
Antenna cell	48	120	0.0546
Clock buffer	538	11600	5.27
Clock inverter	279	2650	1.21
Inverter	22	103	0.0466
Multi-Input combinational cell	4810	67300	30.6
Sequential cell	4132	123000	55.8
Tap cell	8613	10800	4.90
Timing Repair Buffer	572	4700	2.14
Power figures rest on the tool's default switching activity, not on a simulated workload.
